==> /design/flow/design.v <==
`timescale 1ns / 100ps 
module Dice(clk, rst, button, throw);
input clk;
input rst;
input button;
output [2:0] throw;
reg [2:0] throw;                 
initial begin
throw = 3'b1;                    
end
always @ (posedge clk)
  begin
  if (button)                      
      if (throw < 3'b110)          
      throw = throw + 1;           
      else throw = 1;
  if (rst)
  throw = 3'b000;                
  end
endmodule
==> /design/flow/run.sh <==
#!/bin/bash
# OpenROAD 26Q1-2900-gdf79404cd8, Yosys 0.63+post, stock flow scripts
make -C /OpenROAD-flow-scripts/flow DESIGN_CONFIG=/design/flow/config.mk WORK_HOME=/design/flow/orfs finish
==> /design/flow/config.mk <==
export PLATFORM = sky130hd
export DESIGN_NAME = Dice
export DESIGN_NICKNAME = Dice
export VERILOG_FILES = /design/flow/design.v
export SDC_FILE = /design/flow/constraint.sdc
export NUM_CORES = 4
export LEC_CHECK = 1
export CORE_AREA = 10 10 70 70
export DIE_AREA = 0 0 80 80
==> /design/flow/constraint.sdc <==
current_design Dice

set clk_period 1.2
set clk_io_pct 0.2

create_clock -name clk0 -period $clk_period [get_ports {clk}]

set non_clock_inputs [all_inputs -no_clocks]
set_input_delay [expr $clk_period * $clk_io_pct] -clock clk0 $non_clock_inputs
set_output_delay [expr $clk_period * $clk_io_pct] -clock clk0 [all_outputs]
==> impl_metrics.ini <==
; generated from flow reports
[cts]
cts_buffer_depth = 2
clkTransAtPathRegs_ns = 0.04
clk_latency_ns = 0.23
cts_tree = yes
clock-sinks = 3
cts_root_buffer = clkbuf_4
hold_buffers = 0
htree_num_levels = 1
numCtsBuffers = 3

[synthesis]
edf_count = 0
syn_area_um2 = 127.6
synth-main-ff-cell = dfxtp_1
synth_warnings = 1
top_area_cell = dfxtp_1
common_cells = dfxtp_1, a21oi_1, nand2_1
synth.top_cell.area_share_pct = 47.06
synth_stat.cells = 14
avgSynthCellArea_um2 = 9.116
topCellsByArea = dfxtp_1, ha_1, a21oi_1
post-synth-top-count-cell = dfxtp_1
yosysUniqueCellTypes = 10
ys_ff = 3
netlist_instances = 14
seq_area_frac_synth_pct = 47.06
synthArstFlopShare_pct = 0
ys_area_um2 = 127.6

[power_and_ir_drop]
switching_share_pct = 21.11
p_leak_nw = 0.1033
power_density_nw_per_um2 = 1172
fin_total_pwr_w = 0.0003241
cellInternalPower_w = 0.0002556
clkPwrFrac_pct = 54.0
switching_power_w = 0.00006842
combPwrFrac_pct = 12.0
ir_drop_uv = 186.2
power_frac_seq_pct = 34.0

[timing]
timing.final.hold_violations = 0
setup-violations-final = 0
rsz0062_at_grt = false
setup_tns_ns = 0
timing.final.ws_setup_ns = 0.1651
drv_slew = 0
max_slew_margin_pct = 87.08
clock_skew_ns = 0.001023
hold_slack_ns = 0.4812
worstMarginPinSlew_ns = 0.1932
max_freq_mhz = 966.3
fin_crit_ns = 1.035
finalClockPeriodUsage_pct = 86.24

[cells_and_area]
nFillCells = 405
drive_above_1_share_pct = 32.00
area_growth_pct = 116.7
largest_reg_flops = 3

[grt]
grt-busiest-layer = met3
antenna_found_initial = 0
grt_pass1_vias = 154
grt_pass1_wl_um = 703
use_met1_pct = 1.660
gr-usage-met3_pct = 1.818
grt_start_max_net_pins = 7
use_met2_pct = 1.525
grt_use_total_pct = 1.481
grt_overflow_total = 0

[routing]
vias = 142
drtPass1Iterations = 2
viasPerCell = 2.000
num_antenna_cells = 0
wirelength_um = 415
ant_nets = 0
first_iter_violations = 12
drc = 0
post_drt_wl_per_cell_um = 5.845

[die]
die_area_um2 = 6400
core-area_um2 = 3416
dieWidth_um = 80
fp-utilization_pct = 3.736
pin_count = 6
die_h_um = 80
rows = 21

[setup_path]
crit_type = flip-flop to flip-flop
arrival_ns = 1.18
crit_start = throw[0]$_SDFFE_PP0P_
crit_path_top_delay_cell = dfxtp_2
cp.required_ns = 1.35
end_kind = flip-flop
reg2reg_from = throw[0]$_SDFFE_PP0P_
path_cells = buf_4, ha_1, o21ai_1, nand2_1, a21oi_1
slowest_delay_ns = 0.31
crit_fanout = 3
critPathLaunchType = flip-flop

[status]
outcome = complete, no violations

[place]
port_buffers = 5
place_ws_ns = 0.06037
gp_congestion = 0.7204
dp_hpwl_um = 311.8

[worst_hold_path]
min_from = throw[2]$_SDFFE_PP0P_
hp-class = flip-flop to flip-flop

[run]
cap_violations = 0
warning_count = 25
## power by group through the flow
| stage | clock network [W] | registers, W | logic, W |
|---|---|---|---|
| 4_1_cts | 0.000189 | 0.000110 | 0.0000396 |
| 5_1_grt | 0.000197 | 0.000111 | 0.0000454 |
| 6_report | 0.000175 | 0.000110 | 0.0000388 |
## worst max-delay path, delay by kind of cell, from the launching register on
| family | cells | cell delay, ns |
|---|---|---|
| flip-flops | 1 | 0.31 |
| AND-OR/OR-AND | 2 | 0.25 |
| buffers and inverters | 1 | 0.13 |
| AND/OR/NAND/NOR | 1 | 0.06 |
| adder cells (fa/ha/maj) | 1 | 0.20 |
## stage by stage
stage / util (%) / std cells / cell area (µm²)
2_1_floorplan: - / 14 / 127.6
3_3_place_gp: 6.886 / 65 / 235.2
3_5_place_dp: 6.886 / 65 / 235.2
4_1_cts: 8.095 / 71 / 276.5
5_1_grt: 8.095 / 71 / 276.5
6_report: 8.095 / 71 / 276.5
## per-layer routing
metal	vias up	routed length, µm	part of all wire [%]
li1	72	-	-
met1	65	174	42
met2	5	158	38
met3	0	83	20
met4	0	0	0
met5	-	0	0
## path summary, 6_finish.rpt
path                           end  slack (ns)  cells past startpoint
max reg2reg  throw[2]$_SDFFE_PP0P_        0.17                      5
min          throw[2]$_SDFFE_PP0P_        0.48                      2
min reg2reg  throw[2]$_SDFFE_PP0P_        0.48                      2
max          throw[2]$_SDFFE_PP0P_        0.17                      5
## layout by cell type, fill, tap and decap left out, types with 2 or more instances in the layout
cell / instances
dlygate4sd2_1: 3
dfxtp_2: 3
clkdlybuf4s50_1: 2
nand2_1: 2
a21oi_1: 2
buf_4: 2
clkbuf_4: 3
## layout make-up
cell class / instances / area (µm²) / area share [%]
Multi-Input combinational cell: 11 / 67.56 / 24.43
Sequential cell: 3 / 63.81 / 23.08
Timing Repair Buffer: 7 / 61.31 / 22.17
Tap cell: 46 / 57.56 / 20.81
Clock buffer: 4 / 26.28 / 9.502
## kinds of logic after synthesis
group	synth area share, %
compound gates	22.55
simple gates	20.59
fa+ha+maj	9.802
flops	47.06
## what timing repair did
action / 4_1_cts / 5_1_grt
gates resized: 6 / 0
buffers inserted: 2 / 0
endpoints found under the setup margin: 3 / 0
Power figures rest on the tool's default switching activity, not on a simulated workload.
